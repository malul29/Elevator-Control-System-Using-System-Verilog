--- design/flow/design.v ---
module DoorControl(
  input clk,
  input logic [2:0] current_floor,
  input logic [7:0] requests,
  output logic [1:0] door,
  output logic door_timer
);
  initial begin
    door = 2'b0;
    door_timer = 0;
  end
  always @(posedge clk) begin
    if (requests[current_floor] == 1) begin
      door = 2'b01;  
      door_timer = 1;
    end else begin
      door = 2'b00;  
      door_timer = 0;
    end
  end
endmodule
module EmergencyControl(
  input clk, reset, emergency_stop,
  output logic emergency_stopped,
  output logic flag
);
  initial begin
    emergency_stopped = 0;
    flag = 0;
  end
  always @(posedge clk or posedge reset) begin
    if (reset) begin
      emergency_stopped <= 0;
      flag <= 0;
    end else if (emergency_stop) begin
      emergency_stopped <= 1;
      flag <= 1;
    end else if (!emergency_stop && flag) begin
      emergency_stopped <= 0;
      flag <= 0;
    end
  end
endmodule
module Lift8(
  input clk, reset, emergency_stop,
  input logic [2:0] req_floor,
  output logic [1:0] door,
  output logic [2:0] max_request,
  output logic [2:0] min_request,
  output logic [1:0] Up,
  output logic [1:0] Down,
  output logic [1:0] idle,
  output logic [2:0] current_floor,
  output logic [7:0] requests
);
  logic door_timer;
  logic emergency_stopped;
  logic flag;
  RequestHandler req_handler(
    .req_floor(req_floor),
    .current_floor(current_floor),
    .requests(requests),
    .max_request(max_request),
    .min_request(min_request)
  );
  DoorControl door_ctrl(
    .clk(clk),
    .current_floor(current_floor),
    .requests(requests),
    .door(door),
    .door_timer(door_timer)
  );
  EmergencyControl emergency_ctrl(
    .clk(clk),
    .reset(reset),
    .emergency_stop(emergency_stop),
    .emergency_stopped(emergency_stopped),
    .flag(flag)
  );
  LiftState lift_state(
    .clk(clk),
    .reset(reset),
    .requests(requests),
    .current_floor(current_floor),
    .max_request(max_request),
    .min_request(min_request),
    .Up(Up),
    .Down(Down),
    .idle(idle)
  );
endmodule
module LiftState(
  input clk, reset,
  input logic [7:0] requests,
  input logic [2:0] max_request, min_request,
  output logic [2:0] current_floor,
  output logic [1:0] Up, Down, idle
);
  initial begin
    current_floor = 0;
    Up = 2'b01;
    Down = 2'b00;
    idle = 2'b00;
  end
  always @(posedge clk or posedge reset) begin
    if (reset) begin
      current_floor <= 0;
      Up <= 2'b01;
      Down <= 2'b00;
      idle <= 2'b00;
    end else if (requests == 8'b0) begin
      idle <= 2'b01;
    end else begin
      if (max_request > current_floor) begin
        current_floor <= current_floor + 1;
        Up <= 2'b01;
        Down <= 2'b00;
        idle <= 2'b00;
      end else if (min_request < current_floor) begin
        current_floor <= current_floor - 1;
        Up <= 2'b00;
        Down <= 2'b01;
        idle <= 2'b00;
      end
    end
  end
endmodule
module RequestHandler(
  input logic [2:0] req_floor,
  input logic [2:0] current_floor,
  output logic [7:0] requests,
  output logic [2:0] max_request,
  output logic [2:0] min_request
);
  initial begin
    requests = 8'b0;
    max_request = 3'b0;
    min_request = 3'b111;
  end
  always @(req_floor) begin
    requests[req_floor] = 1;
    if (max_request < req_floor) max_request = req_floor;
    if (min_request > req_floor) min_request = req_floor;
    if (requests[max_request] == 0 && req_floor > current_floor) 
      max_request = req_floor;
    if (requests[min_request] == 0 && req_floor < current_floor)
      min_request = req_floor;
  end
endmodule
--- design/flow/config.mk ---
export PLATFORM = sky130hd
export DESIGN_NAME = Lift8
export DESIGN_NICKNAME = Lift8
export VERILOG_FILES = /design/flow/design.v
export SDC_FILE = /design/flow/constraint.sdc
export NUM_CORES = 4
export LEC_CHECK = 1
export CORE_AREA = 10 10 95 95
export DIE_AREA = 0 0 105 105
--- design/flow/run.sh ---
#!/bin/bash
# OpenROAD 26Q1-2900-gdf79404cd8, Yosys 0.63+post, stock flow scripts
make -C /OpenROAD-flow-scripts/flow DESIGN_CONFIG=/design/flow/config.mk WORK_HOME=/design/flow/orfs finish
--- design/flow/constraint.sdc ---
current_design Lift8

set clk_period 3.2
set clk_io_pct 0.2

create_clock -name clk0 -period $clk_period [get_ports {clk}]

set non_clock_inputs [all_inputs -no_clocks]
set_input_delay [expr $clk_period * $clk_io_pct] -clock clk0 $non_clock_inputs
set_output_delay [expr $clk_period * $clk_io_pct] -clock clk0 [all_outputs]
==> flow_summary.yaml <==
# flow metrics
setup_path:
  ff2ff_setup_slack_ns: 0.67
  critical_path_class: "reg2reg"
  critPathCaptureType: "flop"
  critical_path.top_delay_family: "adder cells"
  ff2ff_path_depth: 10
  crit_fanout: 6
  path_cells: "inv_1 -> ha_1 -> a21o_1 -> a21oi_1 -> a31oi_1 -> inv_1 -> fa_1 -> xor2_1 -> nor2_1 -> xnor2_1"
  cp_slowest_stage_delay_ns: 0.46
  crit_path_top_delay_cell: "dfrtp_1"
  cp_common_cell: "inv_1"
  worstPathArrival_ns: 2.68
  worst-path-buf-inv: 2
  crit_required_ns: 3.34
  r2r_start: "lift_state.current_floor[1]"
  worstSetupStartpointType: "flop"
  r2r_end: "lift_state.current_floor[2]"
place:
  dp_hpwl_um: 2948
  gp_congestion: 0.8623
  port_buffers: 25
yosys:
  yosys_cells: 173
  synth_cell_type_count: 49
  syn_area_per_cell_um2: 8.585
  yosys_area_mm2: 0.001485
  synth-edff-count: 0
  synth_flop_count: 21
  synthArstFlopShare: 0.2857
  yosysWarnings: 34
  netlist_instances: 173
  synth_area_mm2: 0.001485
  ys.flop_type: "dlxtn_1"
final_timing:
  tightest_slew_ns: 0.5693
  setup_viol: 0
  period_minus_slack_ns: 2.532
  rsz0062_at_grt: "false"
  hold_viol: 0
  unclocked_regs: 14
  finalCritPeriodShare: 0.7912
  fmax_ghz: 0.3950
  relSlewSlack: 0.6187
  untimed_endpoints: 28
  drv_slew: 0
  tns_ns: 0
  fin_skew_ns: 0.003585
min_path:
  min_path_cells: 2
  hold_class: "reg2reg"
  worstHoldStart: "lift_state.current_floor[2]"
  min_to: "door_ctrl.door[0]"
global_route:
  grt_overflow_total: 0
  antenna_found_initial: 0
  use_met2: 0.09786
  top_usage_layer: "met1"
  met1_usage: 0.1031
  grt_pass1_wl_um: 6575
  grt_pass1_vias: 1280
  grt_max_degree: 15
  grt_use_total: 0.06818
  use_met3: 0.01988
die:
  coreArea_mm2: 0.006907
  die_height_um: 105
  ioPinCount: 31
  core.rowCount: 30
  initial_core_util: 0.2150
  die_area_mm2: 0.01103
  dieWidth_um: 105
finish:
  area_delta_synth_final_pct: 25.61
  post-route-util: 0.2701
  lay_top_count: "clkdlybuf4s50_1"
  layout-drive-gt1-share: 0.06091
  lay_top_cells: "clkdlybuf4s50_1 (25), nand2_1 (19), inv_1 (14), ha_1 (14), dlxtn_1 (13)"
  nFillCells: 769
job:
  cap_violations: 0
  tool_warnings: 27
clocking:
  cts.reportedPaths.clkPinSlew_ns: 0.04
  ctsHoldBuffers: 0
  worst_skew_pair.late_latency_ns: 0.23
  cts_resized: 0
  clockRootBuffer: "clkbuf_8"
  clock_path_buffers: 2
  h-tree-depth: 1
  postCtsSetupRepairBufs: 0
  cts_tree: "yes"
  cts-buffers-inserted: 3
routing:
  ant_nets: 0
  drc: 0
  wl_per_cell_um: 12.74
  drtIter0Drc: 41
  viasPerCell: 4.403
  antenna_cells: 0
  wirelength_um: 3734
  vias: 1290
  first_pass_iters: 4
power:
  peakVddDrop_mv: 0.2001
  leakage_uw: 0.0008141
  powerDensity_mw_per_mm2: 552.8
outcome:
  outcome: "completed"
==> worst min-delay path, stage by stage, from the launching register on <==
cell and delay [ns]:
dfrtp_1 0.36, nand2_1 0.05, nand2_1 0.05
==> state kept, by name (all words and copies together) (netlist names) <==
signal,count
lift_state.idle,1
req_handler.requests,8
req_handler.min_request,3
lift_state.Up,1
lift_state.Down,1
door_ctrl.door,1
lift_state.current_floor,3
req_handler.max_request,3
==> through the flow <==
stage | power, uW | hold WS (ns) | std cells | setup WS [ns] | area [um2]
5_1_grt | 1160 | 0.5286 | 293 | 0.4130 | 1866
6_report | 1031 | 0.4830 | 293 | 0.6682 | 1866
3_3_place_gp | 898.1 | 0.4824 | 289 | 0.7375 | 1821
4_1_cts | 1044 | 0.4986 | 293 | 0.6579 | 1866
3_5_place_dp | 913.1 | 0.4906 | 289 | 0.6652 | 1821
2_1_floorplan | 708.0 | 0.4302 | 176 | 0.9679 | 1496
==> synth_stat cells, types with 3 or more instances <==
library cell	count	area share
nand2_1	19	0.048
ha_1	14	0.12
inv_1	14	0.035
dlxtn_1	13	0.13
a21oi_1	10	0.034
mux2i_1	10	0.067
nand2b_1	8	0.034
nand3_1	7	0.024
dfrtp_1	5	0.084
nor2_1	5	0.013
o21ai_1	5	0.017
buf_4	4	0.020
mux2_1	4	0.030
o21ai_0	4	0.013
a21o_1	3	0.015
clkbuf_1	3	0.0076
nor2b_1	3	0.013
==> worst max-delay path by stage <==
stage | cells after the start | end | from
4_1_cts | 10 | lift_state.current_floor[2] | lift_state.current_floor[1]
5_1_grt | 10 | lift_state.current_floor[2] | lift_state.current_floor[1]
6_report | 10 | lift_state.current_floor[2] | lift_state.current_floor[1]
==> routing by layer <==
| metal | vias up | part of all wire |
|---|---|---|
| met5 | - | 0 |
| met4 | 0 | 0.0035 |
| met3 | 2 | 0.089 |
| met2 | 35 | 0.39 |
| met1 | 590 | 0.51 |
| li1 | 663 | - |
==> layout make-up <==
type / count / area, um2 / area share
repair buffers: 25 / 250.2 / 0.1341
multi-input cells: 131 / 1008 / 0.5406
clock buffers: 4 / 45.04 / 0.02414
well taps: 96 / 120.1 / 0.06439
flip-flops and latches: 21 / 381.6 / 0.2046
inverters: 16 / 60.06 / 0.03219
==> cell families after synthesis <==
kind of cell	after synthesis	synth area share
buffers and inverters	24	0.07161
AND/OR/NAND/NOR	49	0.1752
latches	14	0.1415
other	1	0.002525
multiplexers	17	0.1356
flip-flops	7	0.1154
XOR/XNOR	4	0.02359
AND-OR/OR-AND	42	0.2030
adder cells (fa/ha/maj)	15	0.1314
==> power breakdown <==
group	internal [uW]	leakage (uW)	total, uW	switching [uW]
clock	86.1	0.0000228	124	37.6
combinational	348	0.000595	657	309
sequential	177	0.000197	250	73.8
Power figures rest on the tool's default switching activity, not on a simulated workload.
